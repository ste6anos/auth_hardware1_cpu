$ cat design.v
`timescale 1ns / 1ps
module decode(
          input [31:0] instr,
			 input [31:0] alu_out,
			 input [31:0] mem_out,
			 input rf_wren,
			 input rf_wrdata_sel,
			 input rf_b_sel,
			 input clk,
			 input reset,
			 output [31:0] immed,
			 output [31:0] rfa,
			 output [31:0] rfb
       );
		 wire [4:0]  rreg1 = instr[25:21];
		 wire [4:0]  rreg2;
		 wire [31:0] wreg;
		 mux2to1_5bit rf_b_selmux(.sel(rf_b_sel), 
		                          .din1(instr[20:16]),
								    	  .din2(instr[15:11]), 
									     .muxout(rreg2));
	  	 mux2to1 rf_wrdata_selmux(.sel(rf_wrdata_sel), 
		                          .din1(mem_out),
									     .din2(alu_out), 
									     .muxout(wreg));
		 registerfile rf(.addr1(rreg1), 
		                 .addr2(rreg2), 
							  .addrw(instr[20:16]), 
							  .din(wreg), 
							  .wren(rf_wren), 
							  .clk(clk), 
							  .reset(reset),
							  .dout1(rfa), 
							  .dout2(rfb));
		 immedcalc immediatecalculation(.clk(clk), 
		                                .instr(instr), 
												  .opcode(instr[31:26]), 
												  .immedoutput(immed));
endmodule
`timescale 1ns / 1ps
module decoder5to32(
          input [4:0] a,
			 input en, 
			 output [31:0] decout
    );
   reg[31:0] out;
	assign decout= out;
   always @(*)
	begin
	 if(en) begin
	   case(a) 
	     0:  out = 32'b00000000000000000000000000000001;
	     1:  out = 32'b00000000000000000000000000000010;
	     2:  out = 32'b00000000000000000000000000000100;
	     3:  out = 32'b00000000000000000000000000001000;
		  4:  out = 32'b00000000000000000000000000010000;
		  5:  out = 32'b00000000000000000000000000100000;
		  6:  out = 32'b00000000000000000000000001000000;
	     7:  out = 32'b00000000000000000000000010000000;
	     8:  out = 32'b00000000000000000000000100000000;
	     9:  out = 32'b00000000000000000000001000000000;
		 10:  out = 32'b00000000000000000000010000000000;
		 11:  out = 32'b00000000000000000000100000000000;
		 12:  out = 32'b00000000000000000001000000000000;
	    13:  out = 32'b00000000000000000010000000000000;
	    14:  out = 32'b00000000000000000100000000000000;
	    15:  out = 32'b00000000000000001000000000000000;
		 16:  out = 32'b00000000000000010000000000000000;
		 17:  out = 32'b00000000000000100000000000000000;
	    18:  out = 32'b00000000000001000000000000000000;
	    19:  out = 32'b00000000000010000000000000000000;
	    20:  out = 32'b00000000000100000000000000000000;
		 21:  out = 32'b00000000001000000000000000000000;
		 22:  out = 32'b00000000010000000000000000000000;
		 23:  out = 32'b00000000100000000000000000000000;
	    24:  out = 32'b00000001000000000000000000000000;
	    25:  out = 32'b00000010000000000000000000000000;
	    26:  out = 32'b00000100000000000000000000000000;
		 27:  out = 32'b00001000000000000000000000000000;
		 28:  out = 32'b00010000000000000000000000000000;
		 29:  out = 32'b00100000000000000000000000000000;
		 30:  out = 32'b01000000000000000000000000000000;
		 31:  out = 32'b10000000000000000000000000000000;
      default out=0;
		endcase
    end
	 else 
	  out =0;
   end
endmodule
`timescale 1ns / 1ps
module immedcalc(
                  input clk,
						input [31:0] instr,
						input [5:0]  opcode,
						output[31:0] immedoutput
    );
	  reg[31:0] immedout;
	  assign immedoutput = immedout;
	  always @(posedge clk)
		 begin
		 case(opcode)
		 6'b111000:  immedout = { {8{instr[15]}}, instr[15:0] };
		 6'b110000:  immedout = { {8{instr[15]}}, instr[15:0] };
		 6'b111001:  immedout = { instr[15:0], 16'b0000000000000000 };
		 6'b110010:  immedout = { 16'b0000000000000000, instr[15:0] };
		 6'b110011:  immedout = { 16'b0000000000000000, instr[15:0] };
		 6'b111111:  immedout = { 14'b00000000000000, instr[15:0], 2'b00 };	
       6'b000000:  immedout = { 14'b00000000000000, instr[15:0], 2'b00 };
       6'b000001:  immedout = { 14'b00000000000000, instr[15:0], 2'b00 };	
		 6'b000011:  immedout = { {8{instr[15]}}, instr[15:0] };
       6'b000111:  immedout = { {8{instr[15]}}, instr[15:0] };
		 6'b001111:  immedout = { {8{instr[15]}}, instr[15:0] };
		 6'b011111:  immedout = { {8{instr[15]}}, instr[15:0] };
		 default immedout =0;
		 endcase
		 end
endmodule
`timescale 1ns / 1ps
module mux2to1(
         input  sel,
			input  [31:0] din1,
			input  [31:0] din2,
			output [31:0] muxout
    );
        reg [31:0] dout;
		  assign muxout = dout;
        always@(*)
	  	  begin 
		  if(sel)
		  dout = din1;
		  else
		  dout = din2;
		  end
endmodule
`timescale 1ns / 1ps
module mux2to1_5bit(
         input  sel,
			input  [4:0] din1,
			input  [4:0] din2,
			output [4:0] muxout
    );
        reg [4:0] dout;
		  assign muxout = dout;
        always@(*)
	  	  begin 
		  if(sel)
		  dout = din1;
		  else
		  dout = din2;
		  end
endmodule
`timescale 1ns / 1ps
module mux32to1( 
          input [4:0]  addr,
			 input [31:0] din0,
          input [31:0] din1,
			 input [31:0] din2,
			 input [31:0] din3,
			 input [31:0] din4,
			 input [31:0] din5,
			 input [31:0] din6,
			 input [31:0] din7,
			 input [31:0] din8,
			 input [31:0] din9,
			 input [31:0] din10,
			 input [31:0] din11,
			 input [31:0] din12,
			 input [31:0] din13,
			 input [31:0] din14,
			 input [31:0] din15,
			 input [31:0] din16,
			 input [31:0] din17,
			 input [31:0] din18,
			 input [31:0] din19,
			 input [31:0] din20,
			 input [31:0] din21,
			 input [31:0] din22,
			 input [31:0] din23,
			 input [31:0] din24,
			 input [31:0] din25,
			 input [31:0] din26,
			 input [31:0] din27,
			 input [31:0] din28,
			 input [31:0] din29,
			 input [31:0] din30,
			 input [31:0] din31,
			 output[31:0] muxout
    );
	     reg [31:0] dout;
		  assign muxout = dout;
		  always @(*)
		  begin
	     case(addr)
		   0:  dout <= din0;
         1:  dout <= din1;
         2:  dout <= din2;
         3:  dout <= din3;
         4:  dout <= din4;
         5:  dout <= din5;
         6:  dout <= din6;
         7:  dout <= din7;
         8:  dout <= din8;
         9:  dout <= din9;
        10: dout <= din10;
        11: dout <= din11;
        12: dout <= din12;
        13: dout <= din13;
        14: dout <= din14;
        15: dout <= din15;
        16: dout <= din16;
        17: dout <= din17;
        18: dout <= din18;
        19: dout <= din19;
        20: dout <= din20;
 		  21: dout <= din21;
 		  22: dout <= din22;
 		  23: dout <= din23;
 		  24: dout <= din24;
 		  25: dout <= din25;
 		  26: dout <= din26;
 		  27: dout <= din27;
 		  28: dout <= din28;
 		  29: dout <= din29;
 		  30: dout <= din30;
 		  31: dout <= din31;
		  default dout = 0;
        endcase
        end
endmodule
`timescale 1ns / 1ps
module register(
           input clk, we, reset,
			  input [31:0]  data,
			  output [31:0] dout
    );
        reg [31:0] dout_reg, dout_next;
		  assign dout = dout_reg;
		  always @(negedge clk)
		  begin
			 if(we==1 && reset ==0)begin
			 dout_next = data;
			 end
			 else if(reset)begin
			 dout_next = 0;
			 end
			 else begin
			 dout_next = dout_reg;
			 end
			 dout_reg <= dout_next;
		  end
endmodule
`timescale 1ns / 1ps
module registerfile( 
                     input [4:0] addr1, addr2, addrw,
							input [31:0] din,
							input wren, clk, reset,
							output  [31:0]dout1,
							output  [31:0]dout2
                    );
		 wire [31:0] regout0,regout1,regout2,regout3,regout4,regout5,regout6,regout7,regout8,regout9,regout10,regout11,regout12,regout13,regout14,regout15,regout16,regout17,regout18,regout19,regout20,regout21,regout22,regout23,regout24,regout25,regout26,regout27,regout28,regout29,regout30,regout31;	
       wire [31:0] decout;
		 decoder5to32 testgia6outputs (.a(addrw), .en(wren), .decout(decout));
		 register R0  (.clk(clk), 
		               .we(1'b0),
                     .reset(reset),							
							.data(din), 
							.dout(regout0));  
		 register R1  (.clk(clk), 
		               .we(decout[1]),
                     .reset(reset),							
							.data(din), 
							.dout(regout1));
       register R2  (.clk(clk), 
		               .we(decout[2]),
                     .reset(reset),							
							.data(din), 
							.dout(regout2));
       register R3  (.clk(clk), 
		               .we(decout[3]),  
                     .reset(reset),							
							.data(din), 
							.dout(regout3));
		 register R4  (.clk(clk), 
		               .we(decout[4]),
                     .reset(reset),							
							.data(din), 
							.dout(regout4));
		 register R5  (.clk(clk), 
		               .we(decout[5]),
                     .reset(reset),							
							.data(din), 
							.dout(regout5));
		 register R6  (.clk(clk), 
		               .we(decout[6]),
                     .reset(reset),							
							.data(din), 
							.dout(regout6));
       register R7  (.clk(clk), 
		               .we(decout[7]),
                     .reset(reset),							
							.data(din), 
							.dout(regout7));
       register R8  (.clk(clk), 
		               .we(decout[8]),
                     .reset(reset),							
							.data(din), 
							.dout(regout8));
       register R9  (.clk(clk), 
		               .we(decout[9]),
                     .reset(reset),							
							.data(din), 
							.dout(regout9));
       register R10 (.clk(clk), 
		               .we(decout[10]),
                     .reset(reset),							
							.data(din), 
							.dout(regout10));
       register R11 (.clk(clk), 
		               .we(decout[11]),
                     .reset(reset),							
							.data(din), 
							.dout(regout11));
       register R12 (.clk(clk), 
		               .we(decout[12]),
                     .reset(reset),							
							.data(din), 
							.dout(regout12));
       register R13 (.clk(clk), 
		               .we(decout[13]),
                     .reset(reset),							
							.data(din), 
							.dout(regout13));
       register R14 (.clk(clk), 
		               .we(decout[14]),
                     .reset(reset),							
							.data(din), 
							.dout(regout14));
       register R15 (.clk(clk), 
		               .we(decout[15]),
                     .reset(reset),							
							.data(din), 
							.dout(regout15));
       register R16 (.clk(clk), 
		               .we(decout[16]),
                     .reset(reset),							
							.data(din), 
							.dout(regout16));
       register R17 (.clk(clk), 
		               .we(decout[17]),
                     .reset(reset),							
							.data(din), 
							.dout(regout17));
       register R18 (.clk(clk), 
		               .we(decout[18]),
                     .reset(reset),							
							.data(din), 
							.dout(regout18));
       register R19 (.clk(clk), 
		               .we(decout[19]),
                     .reset(reset),							
							.data(din), 
							.dout(regout19));
       register R20 (.clk(clk), 
		               .we(decout[20]),
                     .reset(reset),							
							.data(din), 
							.dout(regout20));
       register R21  (.clk(clk), 
		               .we(decout[21]),
                     .reset(reset),							
							.data(din), 
							.dout(regout21));
       register R22 (.clk(clk), 
		               .we(decout[22]),
                     .reset(reset),							
							.data(din), 
							.dout(regout22));
       register R23 (.clk(clk), 
		               .we(decout[23]),
                     .reset(reset),							
							.data(din), 
							.dout(regout23));
       register R24 (.clk(clk), 
		               .we(decout[24]),
                     .reset(reset),							
							.data(din), 
							.dout(regout24));
       register R25  (.clk(clk), 
		               .we(decout[25]),
                     .reset(reset),							
							.data(din), 
							.dout(regout25));
       register R26 (.clk(clk), 
		               .we(decout[26]),
                     .reset(reset),							
							.data(din), 
							.dout(regout26));
       register R27 (.clk(clk), 
		               .we(decout[27]),
                     .reset(reset),							
							.data(din), 
							.dout(regout27));
       register R28 (.clk(clk), 
		               .we(decout[28]),
                     .reset(reset),							
							.data(din), 
							.dout(regout28));
       register R29 (.clk(clk), 
		               .we(decout[29]),
                     .reset(reset),							
							.data(din), 
							.dout(regout29));
       register R30 (.clk(clk), 
		               .we(decout[30]),
                     .reset(reset),							
							.data(din), 
							.dout(regout30));
       register R31 (.clk(clk), 
		               .we(decout[31]),
                     .reset(reset),							
							.data(din), 
							.dout(regout31));
		 mux32to1 mux1(.addr(addr1), 
		               .din0(regout0), 
							.din1(regout1), 
							.din2(regout2), 
							.din3(regout3), 
							.din4(regout4), 
							.din5(regout5),
                     .din6(regout6),
                     .din7(regout7),	
                     .din8(regout8), 
							.din9(regout9), 
							.din10(regout10), 
							.din11(regout11), 
							.din12(regout12), 
							.din13(regout13),
                     .din14(regout14),
                     .din15(regout15),			
                     .din16(regout16), 
							.din17(regout17), 
							.din18(regout18), 
							.din19(regout19), 
							.din20(regout20), 
							.din21(regout21),
                     .din22(regout22),
                     .din23(regout23),	
                     .din24(regout24), 
							.din25(regout25), 
							.din26(regout26), 
							.din27(regout27), 
							.din28(regout28), 
							.din29(regout29),
                     .din30(regout30),
                     .din31(regout31),									
							.muxout(dout1));
       mux32to1 mux2(.addr(addr2), 
		               .din0(regout0), 
							.din1(regout1), 
							.din2(regout2), 
							.din3(regout3), 
							.din4(regout4), 
							.din5(regout5),
                     .din6(regout6),
                     .din7(regout7),	
                     .din8(regout8), 
							.din9(regout9), 
							.din10(regout10), 
							.din11(regout11), 
							.din12(regout12), 
							.din13(regout13),
                     .din14(regout14),
                     .din15(regout15),			
                     .din16(regout16), 
							.din17(regout17), 
							.din18(regout18), 
							.din19(regout19), 
							.din20(regout20), 
							.din21(regout21),
                     .din22(regout22),
                     .din23(regout23),	
                     .din24(regout24), 
							.din25(regout25), 
							.din26(regout26), 
							.din27(regout27), 
							.din28(regout28), 
							.din29(regout29),
                     .din30(regout30),
                     .din31(regout31),		
							.muxout(dout2));
endmodule
$ cat run.sh
#!/bin/bash
# OpenROAD 26Q1-2900-gdf79404cd8, Yosys 0.63+post, stock flow scripts
make -C /OpenROAD-flow-scripts/flow DESIGN_CONFIG=/design/flow/config.mk WORK_HOME=/design/flow/orfs finish
$ cat config.mk
export PLATFORM = sky130hd
export DESIGN_NAME = decode
export DESIGN_NICKNAME = decode
export VERILOG_FILES = /design/flow/design.v
export SDC_FILE = /design/flow/constraint.sdc
export NUM_CORES = 4
export LEC_CHECK = 1
export CORE_UTILIZATION = 40
$ cat constraint.sdc
current_design decode

set clk_period 16.6
set clk_io_pct 0.2

create_clock -name clk0 -period $clk_period [get_ports {clk}]

set non_clock_inputs [all_inputs -no_clocks]
set_input_delay [expr $clk_period * $clk_io_pct] -clock clk0 $non_clock_inputs
set_output_delay [expr $clk_period * $clk_io_pct] -clock clk0 [all_outputs]
==> impl_metrics.py <==
# Generated from Yosys and OpenROAD reports
metrics = {
    "layout": {
        "final_layout_size_suffix_gt1_share_pct": 10.9,
        "stdcell_count": 7167,
        "fill_cells": 10400,
        "comb_area_um2": 17300,
        "areaGrowthSynthToFinish_pct": 25.5,
        "flop_area_um2": 30400,
    },
    "flow_run": {
        "warnings": 1017,
        "cap_violations": 0,
    },
    "detailed_routing": {
        "dr.first_iter.drc_count": 6495,
        "vias_per_cell": 6.68,
        "routedWlPerCell_um": 37.1,
        "drt-pass1-iter-count": 10,
        "wl_um": 266000,
        "drc": 0,
        "vias": 47900,
        "ant_nets": 0,
    },
    "timing": {
        "maxSlewHeadroom_pct": 20.7,
        "rsz0062_at_grt": "false",
        "hold_viol_final": 0,
        "setup_viol": 0,
        "setup-tns-final_ps": 0,
        "maxSlewViolCount": 0,
        "worstMarginPinSlew_ps": 1190,
        "fin_ws_ps": 1720,
    },
    "synth": {
        "synth_cell_type_count": 56,
        "most_common_cell": "nor2_1",
        "mux_area_share_pct": 2.15,
        "ys_cells": 4400,
        "topCellsByArea": "edfxtp_1, a22oi_1, nor2_1, clkbuf_1, nand2_1",
        "async_flop_share_pct": 0,
        "top_area_share_pct": 60.9,
        "netlist_instances": 4400,
        "yosysTopAreaCell": "edfxtp_1",
        "ys.flop_type": "edfxtp_1",
        "avgSynthCellArea_um2": 11.1,
        "edf_count": 992,
        "syn_area_um2": 48900,
        "yosys-stat-area_um2": 48900,
        "yosys.area_share.aoi_pct": 17.7,
        "yosysWarningCount": 6,
        "synth_flops": 1024,
        "ys_sh_xor_pct": 0,
        "synth-simple-area-share_pct": 14.1,
        "adder_share_pct": 0,
        "netlist_logic_family_top": "AND-OR/OR-AND gates",
        "postSynthSeqShare_pct": 62.3,
        "top_cells_by_count": "nor2_1, edfxtp_1, a22oi_1",
    },
    "outcome": {
        "run_status": "completed",
    },
    "power_and_ir_drop": {
        "power_density_nw_per_um2": 125,
        "finalPower_mw": 7.67,
        "p_leak_nw": 25.4,
        "vdd_ir_drop_max_mv": 0.0986,
    },
    "floorplan": {
        "initCoreUtil_pct": 40.5,
        "io-pin-count": 197,
        "rows": 127,
        "die_area_um2": 124000,
        "die_y_um": 352,
        "die_w_um": 352,
        "placeableCoreArea_um2": 121000,
    },
    "placement": {
        "place.gp.congestion": 1.05,
        "pre_cts_ws_ps": 1600,
        "hpwlAfterDp_um": 151000,
        "portBuffers": 196,
        "placed_cells": 5941,
    },
    "clock_network": {
        "htreeDepth": 3,
        "cts_sinks": 1024,
        "cts_tree": "done",
        "ctsLongestPathBuffers": 3,
        "cts_setup_buffers": 0,
        "clockRootBuffer": "clkbuf_16",
        "cts_resized": 0,
        "cts_buffers": 117,
        "cts_hold_buf": 0,
        "clk_pin_slew_worst_paths_ps": 60,
    },
    "global_routing": {
        "track_usage_pct": 46.1,
        "grt_pass1_wl_um": 360000,
        "grt_pass1_vias": 49600,
        "grt_max_degree": 75,
        "grt-ovfl-total": 0,
        "antenna_found_initial": 17,
    },
    "setup_path": {
        "end_kind": "output port",
        "crit_required_ps": 13280,
        "timing_worst_setup_path_type": "reg2out",
        "cp_max_fo": 2,
        "start_kind": "flop",
        "worstPathArrival_ps": 11560,
        "crit_start": "rf.R25.dout_reg[30]",
    },
    "min_path": {
        "min_path_type": "in2reg",
        "holdCritStartpoint": "instr[10]",
    },
}
==> metrics by stage <==
stage / util, % / hold slack (ps) / cell area, um^2
after floorplan: - / 3430 / 48900
after global routing: 50.8 / 3210 / 61300
after global placement: 44.2 / 3960 / 53300
after detailed placement: 44.2 / 3960 / 53300
after CTS: 50.8 / 3170 / 61300
final: 50.8 / 3180 / 61300
==> per-layer routing <==
layer,vias up,part of all wire (%),wire length (um),track usage (%)
li1,19000,-,-,-
met1,21900,30,79300,47.5
met2,5309,40,106000,58.7
met3,1614,20,54100,40.2
met4,68,9.4,25100,33.2
met5,-,0.52,1370,8.83
==> report_power, final <==
part	switching, mW	total (mW)	internal [mW]
sequential	0.110	3.11	3.00
combinational	0.526	0.753	0.226
clock	1.79	3.80	2.02
total	2.42	7.67	5.25
==> worst max-delay path, cell delays in order (launching register included) <==
cell and delay, ps:
edfxtp_1 420, a22o_1 270, a22o_1 270, or4_1 460
or4b_1 620, clkdlybuf4s50_1 490
==> worst paths after layout <==
check	end	slack, ps	cells after the start
setup / recovery	rfb[30]	1720	5
hold / removal	immediatecalculation.immedout[26]	3180	2
==> cell usage in the layout, fill, tap and decap left out, types with 6 or more instances in the layout <==
master,netlist,final
a21o_1,37,6
a21o_2,0,29
a21oi_1,11,10
a221oi_1,9,9
a222oi_1,88,88
a22o_1,25,24
a22oi_1,712,709
a32oi_1,71,69
and2_1,20,18
buf_4,0,201
bufinv_16,0,24
clkbuf_16,0,120
clkdlybuf4s50_1,0,195
clkinv_4,0,11
clkinvlp_2,0,28
dfxtp_1,32,32
diode_2,0,13
edfxtp_1,992,992
inv_1,11,1018
inv_4,0,11
mux2_2,33,32
mux2i_1,68,35
mux2i_2,0,23
mux2i_4,0,10
nand2_1,240,205
nand2_2,0,34
nand2b_1,6,6
nand3_1,63,63
nand3b_1,10,10
nand4_1,41,41
nor2_1,1109,1084
nor2_4,0,25
nor2b_1,14,14
nor3_1,62,58
nor4_1,49,47
o21ai_0,37,37
o22ai_1,127,127
or4_1,7,7
==> logic make-up after synthesis <==
family	Yosys count
muxes	101
buffers and inverters	482
DFF	1024
and+or+nand+nor	1654
AOI/OAI and AO/OA	1139
==> final cells by class <==
| cell class | instances | share of cell area (%) |
|---|---|---|
| Timing Repair Buffer | 400 | 5.77 |
| Multi-Input combinational cell | 2894 | 28.2 |
| Sequential cell | 1024 | 49.6 |
| Tap cell | 1612 | 3.29 |
| Inverter | 10 | 0.0612 |
| Clock buffer | 120 | 4.90 |
| Clock inverter | 1094 | 8.11 |
| Antenna cell | 13 | 0.0530 |
