==> design.v <==
`timescale 1ns / 1ps
module alu(
           input  [31:0] A,B,
			  input  [3:0]  ALU_sel,
			  output [31:0] ALU_out,
			  output zero
			  );
			  reg [31:0] ALU_result;
			  reg z;
			  assign zero = z;
			  assign ALU_out = ALU_result;
			  always @(*)
			  begin 
			    case(ALU_sel)
				 4'b0000:  
				   ALU_result = A+B;
				 4'b0001:  
				   ALU_result = A-B;
				 4'b0010:  
				   ALU_result = A&B;
				 4'b0011:  
				   ALU_result = A|B;
				 4'b0100:  
				   ALU_result = ~A;
				 4'b1000:  
				   ALU_result = {A[31], A[31:1]};
				 4'b1010:  
				   ALU_result = A>>1;
				 4'b1001:  
				   ALU_result = A<<1;
				 4'b1100:  
				   ALU_result = {A[30:0], A[31]};
				 4'b1101:  
				   ALU_result = {A[0], A[31:1]};
				 4'b1111:  
				   ALU_result = B;
				 default: ALU_result = 0;
			    endcase
			  if(ALU_out ==0)
			     z = 1'b1;
			  else
			     z = 1'b0;
			 end
endmodule 
`timescale 1ns / 1ps
module alustage(
             input  [31:0] rfa,
		       input  [31:0] rfb,
				 input  [31:0] immed,
				 input   ALU_bin_sel,
				 input  [3:0] ALU_func,
				 output [31:0] ALU_out,
				 output zero
           );
			  wire [31:0] secondinputalu;
			  mux2to1 mux2to1alu(.sel(ALU_bin_sel), .din1(immed), .din2(rfb) , .muxout(secondinputalu));
			  alu grandalu(.A(rfa), .B(secondinputalu), .ALU_sel(ALU_func), .ALU_out(ALU_out), .zero(zero));
endmodule
`timescale 1ns / 1ps
module mux2to1(
         input  sel,
			input  [31:0] din1,
			input  [31:0] din2,
			output [31:0] muxout
    );
        reg [31:0] dout;
		  assign muxout = dout;
        always@(*)
	  	  begin 
		  if(sel)
		  dout = din1;
		  else
		  dout = din2;
		  end
endmodule
==> run.sh <==
#!/bin/bash
# OpenROAD 26Q1-2900-gdf79404cd8, Yosys 0.63+post, stock flow scripts
make -C /OpenROAD-flow-scripts/flow DESIGN_CONFIG=/design/flow/config.mk WORK_HOME=/design/flow/orfs finish
==> config.mk <==
export PLATFORM = sky130hd
export DESIGN_NAME = alustage
export DESIGN_NICKNAME = alustage
export VERILOG_FILES = /design/flow/design.v
export SDC_FILE = /design/flow/constraint.sdc
export NUM_CORES = 4
export LEC_CHECK = 1
export CORE_UTILIZATION = 40
==> constraint.sdc <==
current_design alustage

set clk_period 20.4
set clk_io_pct 0.2

create_clock -name clk0 -period $clk_period

set non_clock_inputs [all_inputs -no_clocks]
set_input_delay [expr $clk_period * $clk_io_pct] -clock clk0 $non_clock_inputs
set_output_delay [expr $clk_period * $clk_io_pct] -clock clk0 [all_outputs]
==> out/README.md <==
| Item | Reported |
|:---|:---|
| Status | complete, no violations |
| Slew Limit Fails | 0 |
| Total Power Consumption | 0.205 mW |
| Post-CTS Repair Setup Buffers | 0 |
| Row Count | 40 |
| Seq. cell area | 0 um2 |
| Largest cells by area after synthesis | sky130_fd_sc_hd__ha_1 8.6%, sky130_fd_sc_hd__a21oi_1 7.8%, sky130_fd_sc_hd__mux2i_1 6.3% |
| Detailed placement HPWL | 16,800 um |
| Layout cells sized above 1 | 5.06% |
| F_max | 69.4 MHz |
| Area growth from synthesis to layout | 28.5% |
| Fin Setup TNS | 0 ns |
| Power share of the sequential group | 0% |
| Smallest hold slack | 9.35 ns |
| Worst EP required | 16.32 ns |
| First-pass iteration count of the detailed router | 5 |
| Family of cells with the greatest summed delay on the critical path | AND-OR/OR-AND gates |
| CP arrival | 10.33 ns |
| Post-DR wirelength/cell | 21.2 um |
| Reported max-cap violation count | 0 |
| ANT nets after route | 0 |
| Post-detailed-route DRC marker count | 0 |
| Number of non-filler instances in the completed layout | 996 |
| Total length of routed wires | 21,200 um |
| YS warnings | 2 |
| Count of vias placed by the detailed router | 6,562 |
| I/O pin count | 134 |
| GRT overflow | 0 |
| Number of cells after detailed placement | 996 |
| Core Footprint | 12,000 um2 |
| Worst Max-Slew Pin Slew | 0.877 ns |
| Most used cells in the layout excluding fill and tap cells | 133 x sky130_fd_sc_hd__clkdlybuf4s50_1, 81 x sky130_fd_sc_hd__nand2_1, 77 x sky130_fd_sc_hd__a21oi_1, 62 x sky130_fd_sc_hd__o21ai_0, 58 x sky130_fd_sc_hd__nor2_1 |
| Worst Setup Slack, final | 5.99 ns |
| Cell count listed in synth_stat.txt | 751 |
| Final Critical Period | 14.41 ns |
| Chip area from the yosys synthesis statistics | 4920 um2 |
| Average via count per standard cell | 6.59 |
| Width of the chip | 113 um |
| Final Cycle Share | 70.6% |
| Number of global-route vias before repair | 6,040 |
| Met3 wire length | 1520 um |
| Number of antenna violations at the first check in global routing | 0 |
| Cell area power density | 32.4 nW/um2 |
| Static Leak | 2.32 nW |
| Total die size | 12,700 um2 |
| Pin count of the biggest net entering global routing | 72 |
| Category of the worst setup path capture point | output pin |
| Final number of setup-violating endpoints | 0 |
| Count of sequential standard cells | 0 |
| GR Util All Layers | 33.1% |
| Filler Cells Inserted | 1,201 |
| Post-route met1 wirelength | 8850 um |
| Cell area after synthesis | 4920 um2 |
| Part of the Yosys area used for sequential elements | 0% |
| DRC marker count from the first detailed-route iteration | 729 |
| Worst slack at placement | 6.07 ns |
| Critical path startpoint category | input pin |
| Floorplan utilization | 40.9% |
| Hold-fix buffers at CTS | 0 |
| Number of buffers inserted by port buffering | 134 |
| Hold endpoint | ALU_out[23] |
| Antenna Cells | 0 |
| Clk_buf instances | 0 |
| Crit path kind | in2out |
| Number of cells produced by synthesis | 751 |
| Worst voltage drop across the vdd grid | 22.2 uV |
| Hold Crit Depth | 4 |
| Switch Pwr | 0.112 mW |
| Worst slew slack as a fraction of its limit | 40.0% |
| Worst hold path type | in2out |
| Tool warnings | 34 |
| Most frequently placed logic cell in the final layout | sky130_fd_sc_hd__clkdlybuf4s50_1 |
| Yosys top cell area share | 8.65% |
| Number of buffer and inverter instances along the worst setup path | 3 |
| Hold Vio Cnt, Final | 0 |
| Die height | 113 um |
| Clk pwr share | 0% |
| Cell-internal power | 0.0933 mW |
| RSZ-0062 raised after global routing | false |
| Startpoint of the worst hold path | rfa[22] |
| Wire length of the first global-routing pass | 32,800 um |
| CTS-repair resized insts | 0 |
| Average size of a mapped cell | 6.55 um2 |
| Combinational power share | 100.0% |
| Final Wtd Congestion | 1.02 |
| Met2 WL | 10,000 um |
| Slowest cell delay on critical path | 0.60 ns |
| Cells along the critical path | buf_2, buf_4, mux2i_1, ha_1, o21ai_0, or2_1, o31ai_4, o21ai_0, a21o_1, nor2_1, xnor2_1, ha_1, a21oi_1, o211ai_1, nand4b_1, a21oi_1, nor4_1, a211o_1, nor4b_1, nand3_1, nor4b_2, clkdlybuf4s50_1 |
| Cell with the biggest individual delay on the critical path | sky130_fd_sc_hd__buf_4 |
| Library cell occupying the most area in the post-synthesis netlist | sky130_fd_sc_hd__ha_1 |
| Netlist cell types | 79 |
| Max layer used | met4 |
| Switching part of the total | 54.5% |
| Largest driver fanout on the critical path | 71 |
==> routing by layer <==
layer,global-route usage (%),up-vias
li1,-,3125
met2,57.0,350
met3,2.62,42
met1,43.5,3045
met5,0,-
met4,11.6,0
==> Yosys cell counts (4+ instances only) <==
cell type and count:
sky130_fd_sc_hd__o31ai_1 5, sky130_fd_sc_hd__clkbuf_1 32, sky130_fd_sc_hd__a21oi_1 77, sky130_fd_sc_hd__o22ai_1 7
sky130_fd_sc_hd__a221oi_1 15, sky130_fd_sc_hd__o2111ai_1 5, sky130_fd_sc_hd__or3_1 4, sky130_fd_sc_hd__a211o_1 8
sky130_fd_sc_hd__nor3_1 26, sky130_fd_sc_hd__nand3b_1 5, sky130_fd_sc_hd__a21o_1 17, sky130_fd_sc_hd__nor2b_1 8
sky130_fd_sc_hd__mux2i_1 31, sky130_fd_sc_hd__xor2_1 17, sky130_fd_sc_hd__buf_2 9, sky130_fd_sc_hd__o21a_1 5
sky130_fd_sc_hd__a31oi_1 11, sky130_fd_sc_hd__nand2b_1 6, sky130_fd_sc_hd__o21ai_0 62, sky130_fd_sc_hd__nand4_1 14
sky130_fd_sc_hd__nor2_1 58, sky130_fd_sc_hd__ha_1 34, sky130_fd_sc_hd__inv_1 16, sky130_fd_sc_hd__o311ai_0 4
sky130_fd_sc_hd__or4_1 4, sky130_fd_sc_hd__o221ai_1 5, sky130_fd_sc_hd__nor3b_1 5, sky130_fd_sc_hd__nand2_1 81
sky130_fd_sc_hd__mux2_2 8, sky130_fd_sc_hd__a222oi_1 4, sky130_fd_sc_hd__o211ai_1 13, sky130_fd_sc_hd__a211oi_1 8
sky130_fd_sc_hd__xnor2_1 32, sky130_fd_sc_hd__a2111oi_0 4, sky130_fd_sc_hd__a22oi_1 12, sky130_fd_sc_hd__nand3_1 16
sky130_fd_sc_hd__nor4b_1 4, sky130_fd_sc_hd__nor4_1 9, sky130_fd_sc_hd__buf_1 4
==> power by group through the flow <==
| stage | Clock (mW) | Combinational [mW] | Sequential (mW) |
|---|---|---|---|
| global route | 0 | 0.221 | 0 |
| finish | 0 | 0.205 | 0 |
| CTS | 0 | 0.202 | 0 |
==> kinds of logic (layout without fill, tap and decap cells) <==
family | count (synthesis) | after routing | share of synthesized area, %
AND-OR/OR-AND | 294 | 294 | 40.3
buffers and inverters | 65 | 163 | 5.72
XOR/XNOR | 49 | 49 | 8.73
multiplexers | 40 | 40 | 8.45
AND/OR/NAND/NOR | 268 | 268 | 27.8
adder cells (fa/ha/maj) | 35 | 35 | 9.06
==> worst max-delay path by stage <==
| stage | from | endpoint | slack (ns) | depth (start not counted) |
|---|---|---|---|---|
| finish | ALU_bin_sel | zero | 5.99 | 22 |
| global route | ALU_bin_sel | zero | 5.58 | 24 |
| CTS | ALU_bin_sel | zero | 6.06 | 23 |
==> layout make-up <==
class | instances | area, um2 | area share [%]
inverters | 16 | 60.1 | 0.950
multi-input cells | 686 | 4640 | 73.5
repair buffers | 147 | 1430 | 22.7
well taps | 147 | 184 | 2.91
==> per-stage QoR <==
step | utilization (%) | area (um2)
2_1_floorplan | - | 4920
3_3_place_gp | 52.6 | 6320
3_5_place_dp | 52.6 | 6320
4_1_cts | 52.6 | 6320
5_1_grt | 52.6 | 6320
6_report | 52.6 | 6320
No activity file was given, so power comes from the tool's default toggle rates.
